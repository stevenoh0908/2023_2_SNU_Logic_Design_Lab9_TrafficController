[flow/design.v]
`timescale 1ns / 1ps
module BCDto7SegmentDecoder(
    input [3:0] bcd,
    output reg [6:0] display_high,
	 output reg [6:0] display_low
    );
	 always @(*) begin
		case (bcd)
			4'd0: begin
				display_high = 7'b1111110;
				display_low = 7'b1111110;
			end
			4'd1: begin
				display_high = 7'b1111110;
				display_low = 7'b0110000;
			end
			4'd2: begin
				display_high = 7'b1111110;
				display_low = 7'b1101101;
			end
			4'd3: begin
				display_high = 7'b1111110;
				display_low = 7'b1111001;
			end
			4'd4: begin
				display_high = 7'b1111110;
				display_low = 7'b0110011;
			end
			4'd5: begin
				display_high = 7'b1111110;
				display_low = 7'b1011011;
			end
			4'd6: begin
				display_high = 7'b1111110;
				display_low = 7'b1011111;
			end
			4'd7: begin
				display_high = 7'b1111110;
				display_low = 7'b1110000;
			end
			4'd8: begin
				display_high = 7'b1111110;
				display_low = 7'b1111111;
			end
			4'd9: begin
				display_high = 7'b1111110;
				display_low = 7'b1111011;
			end
			4'd10: begin
				display_high = 7'b0110000;
				display_low = 7'b1111110;
			end
			4'd11: begin
				display_high = 7'b0110000;
				display_low = 7'b0110000;
			end
			4'd12: begin
				display_high = 7'b0110000;
				display_low = 7'b1101101;
			end
			4'd13: begin
				display_high = 7'b0110000;
				display_low = 7'b1111001;
			end
			4'd14: begin
				display_high = 7'b0110000;
				display_low = 7'b0110011;
			end
			4'd15: begin
				display_high = 7'b0110000;
				display_low = 7'b1011011;
			end
		endcase
	 end
endmodule
`timescale 1ns / 1ps
module carSensorSync(
    input car_async,
    input clock,
    input reset,
    output reg car_sync
    );
	 always @(posedge reset or posedge clock) begin
		if (reset) car_sync <= 0;
		else car_sync <= car_async;
	end
endmodule
`timescale 1ns / 1ps
module counter_4bit(
    input clock,
    input clear,
    output [3:0] out
    );
	reg [3:0] cnt;
	always @(posedge clock or posedge clear) begin  
		if (clear) cnt <= 4'b0000;
		else begin
			if (cnt == 4'b1111) cnt <= 4'b0000;
			else cnt <= cnt + 1;
		end
	end
	assign out = cnt;
endmodule
`timescale 1ns / 1ps
module trafficController(
    input clock,
    input car_async,
	 input reset,
	 input [3:0] time_country,
	 input [3:0] time_yellow,
    output country_red,
    output country_yellow,
    output country_green,
    output highway_red,
    output highway_yellow,
    output highway_green,
	 output [6:0] timer_seg_high,
	 output [6:0] timer_seg_low
    );
	wire car_sync;
	wire al_country, al_yellow;
	wire [1:0] traffic_state;
	wire [3:0] timer_BCD;
	carSensorSync carsync(.car_async(car_async), .clock(clock), .reset(reset), .car_sync(car_sync));
	trafficTimer timer(.clock(clock), .reset(reset), .state(traffic_state), .car_sync(car_sync), .data_country(time_country), .data_yellow(time_yellow), .time_country(al_country), .time_yellow(al_yellow), .current_time(timer_BCD));
	trafficNextState nextstate(.clock(clock), .reset(reset), .car_sync(car_sync), .time_country(al_country), .time_yellow(al_yellow), .traffic_state(traffic_state));
	trafficlightDecoder decoder(.state(traffic_state),
		.country_red(country_red),
		.country_yellow(country_yellow),
		.country_green(country_green),
		.highway_red(highway_red),
		.highway_yellow(highway_yellow),
		.highway_green(highway_green));
	BCDto7SegmentDecoder decoder_country(.bcd(timer_BCD), .display_high(timer_seg_high), .display_low(timer_seg_low));
endmodule
`timescale 1ns / 1ps
module trafficNextState(
    input clock,
	 input reset,
    input car_sync,
    input time_country,
    input time_yellow,
    output [1:0] traffic_state
    );
	parameter STATE_HG = 2'b00;
	parameter STATE_HY = 2'b01;
	parameter STATE_SG = 2'b11;
	parameter STATE_SY = 2'b10;
	reg [1:0] state;
	assign traffic_state = state;
	always @(posedge clock) begin
		if (reset) begin
			state <= STATE_HG;
		end
		else begin
			case (state)
				STATE_HG: begin
					if (time_country && car_sync) begin
						state <= STATE_HY;
					end
					else state <= STATE_HG;
				end
				STATE_HY: begin
					if (time_yellow) begin
						state <= STATE_SG;
					end
					else state <= STATE_HY;
				end
				STATE_SG: begin
					if (time_country) begin
						state <= STATE_SY;
					end
					else state <= STATE_SG;
				end
				STATE_SY: begin
					if (time_yellow) begin
						state <= STATE_HG;
					end
					else state <= STATE_SY;
				end
				default: state <= STATE_HG;
			endcase
		end
	end
endmodule
`timescale 1ns / 1ps
module trafficTimer(
	 input clock,
    input reset,
    input [3:0] data_country,
    input [3:0] data_yellow,
	 input [1:0] state,
	 input car_sync,
    output reg time_country,
    output reg time_yellow,
	 output [3:0] current_time
    );
	parameter onesec_clockcount = 50000000;
	parameter STATE_HG = 2'b00;
	parameter STATE_HY = 2'b01;
	parameter STATE_SG = 2'b11;
	parameter STATE_SY = 2'b10;
	reg count = 0;
	wire [3:0] reg_counter;
	wire counter_reset;
	reg to_reset;
	reg [3:0] reg_country;
	reg [3:0] reg_yellow;
	reg [31:0] clockcount;
	assign current_time = reg_counter;
	assign counter_reset = to_reset || reset;
	counter_4bit timeCounter(.clock(count), .clear(counter_reset), .out(reg_counter));
	always @(posedge clock) begin
		if (reset) clockcount <= 0;
		else begin
			clockcount <= clockcount + 1;
			if (clockcount == onesec_clockcount) begin
				clockcount <= 0;
				count <= 1;
			end
			else begin 
				count <= 0;
			end
		end
	end
	always @(posedge clock) begin
		to_reset = 0;
		if (reg_counter >= data_country) begin
			if (state == STATE_HG) time_country = 1;
			else if (state == STATE_SG) time_country = 1;
			else time_country = 0;
		end
		else begin
			time_country = 0;
		end
		if (reg_counter >= data_yellow) begin
			if (state == STATE_HY || state == STATE_SY) time_yellow = 1;
			else time_yellow = 0;
		end
		else begin
			time_yellow = 0;
		end
		case (state)
			STATE_HG: begin
				if (car_sync && time_country) to_reset = 1;
			end
			STATE_HY: begin
				if (time_yellow) to_reset = 1;
			end
			STATE_SG: begin
				if (time_country) to_reset = 1;
			end
			STATE_SY: begin
				if (time_yellow) to_reset = 1;
			end
		endcase
	end
endmodule
`timescale 1ns / 1ps
module trafficlightDecoder(
    input [1:0] state,
    output reg country_red,
    output reg country_yellow,
    output reg country_green,
	 output reg highway_red,
	 output reg highway_yellow,
	 output reg highway_green
    );
	parameter STATE_HG = 2'b00;
	parameter STATE_HY = 2'b01;
	parameter STATE_SG = 2'b11;
	parameter STATE_SY = 2'b10;
	always @(state) begin
		case (state)
			STATE_HG: begin
				country_yellow = 0;
				country_green = 0;
				highway_red = 0;
				highway_yellow = 0;
				country_red = 1;
				highway_green = 1;
			end
			STATE_HY: begin
				country_red = 0;
				country_green = 0;
				highway_red = 0;
				highway_green = 0;
				country_yellow = 1;
				highway_yellow = 1;
			end
			STATE_SG: begin
				country_red = 0;
				country_yellow = 0;
				highway_yellow = 0;
				highway_green = 0;
				country_green = 1;
				highway_red = 1;
			end
			STATE_SY: begin
				country_red = 0;
				country_green = 0;
				highway_red = 0;
				highway_green = 0;
				country_yellow = 1;
				highway_yellow = 1;
			end
		endcase
	end
endmodule
[flow/run.sh]
#!/bin/bash
# OpenROAD 26Q1-2900-gdf79404cd8, Yosys 0.63+post, stock flow scripts
make -C /OpenROAD-flow-scripts/flow DESIGN_CONFIG=/design/flow/config.mk WORK_HOME=/design/flow/orfs finish
[flow/config.mk]
export PLATFORM = sky130hd
export DESIGN_NAME = trafficController
export DESIGN_NICKNAME = trafficController
export VERILOG_FILES = /design/flow/design.v
export SDC_FILE = /design/flow/constraint.sdc
export NUM_CORES = 4
export LEC_CHECK = 1
export CORE_UTILIZATION = 30
[flow/constraint.sdc]
current_design trafficController

set clk_period 6.4
set clk_io_pct 0.2

create_clock -name clk0 -period $clk_period [get_ports {clock}]

set non_clock_inputs [all_inputs -no_clocks]
set_input_delay [expr $clk_period * $clk_io_pct] -clock clk0 $non_clock_inputs
set_output_delay [expr $clk_period * $clk_io_pct] -clock clk0 [all_outputs]
==> run notes <==
Counting flops with an async set or reset pin after synthesis yields a share of 11.1%. With the number of global-route vias before repair at 1961, the register bit count reported by yosys is 45. Per the GRT congestion report, total overflow comes to 0.

The tools report the worst slew slack as a fraction of its limit as 52.0%. The internal power component is 0.000394 W, and the final critical-path share of the clock period is 42.9%. Cell type of the slowest stage on the worst timing path: sky130_fd_sc_hd__clkdlybuf4s50_1. The die covers 0.00902 mm^2. The run gives 2280 um as the detailed route wirelength on metal2.

Warnings reported by Yosys during synthesis add up to 6. The final power report lists total power as 0.000502 W. Count of mapped cells out of synthesis: 313. The post-placement cell area is 0.00288 mm^2. Post-CTS repair changed the size of 0 cells. In this run, post-CTS hold repair placed 0 buffers. The clock passes through at most 2 buffers. The slew at the pin with the worst max-slew slack came out at 0.713 ns. The floorplan step set the die height to 95.0 um. Global routing usage summed across all routing layers: 12.4%. Post-detailed-route count of antenna-violating nets: 0. Post-CTS timing repair inserted 0 buffers for setup. The finished layout reports a core utilization of 36.1%.

Of the post-synthesis cell area, the dominant cell type holds 30.1%. The count of different cell masters after synthesis was 44; the number of register pins that no clock reaches was 4. The uppermost signal routing layer after detailed routing is met4.

The largest total area in the synthesized netlist belongs to sky130_fd_sc_hd__dfxtp_1. The last weighted congestion value of the routability-driven placer came out at 0.812. In this run the critical path is formed by nor2_1 > inv_1 > nor2_1 > clkdlybuf4s50_1. Counting endpoints that fail hold in the final report gives 0.

Of the cells placed in the final design, the portion with a size suffix greater than 1 is 4.31%. The largest stage delay on the critical path was 0.49 ns. TritonCTS built the clock tree.

The wire length of the first global-routing pass was 9050 um; the cell total in the yosys stat output was 313. After layout, the worst setup slack is 3.66 ns. The tree is rooted in a sky130_fd_sc_hd__clkbuf_8.

The area added between synthesis and finish works out to 15.4%. Logged for this run, the post-placement worst setup slack is 3.55 ns. In this run the worst path has a maximum fanout of 5. Pin placement for this block handled 31 I/O pins. The category of the worst setup path capture point was a primary output.

For the final design instance area without fill, the log shows 0.00299 mm^2. The deepest level of the CTS H-tree was 2. The floorplan step defined a core boundary enclosing 0.00830 mm^2. The run gives 33 for the number of standard-cell rows in the floorplan. In this run the cell area of the synthesized design comes to 0.00259 mm^2. Per the log, the first TritonRoute iteration ended with a DRC count of 88. The shortest clock period the worst path allows after layout is 2.74 ns, and the die width is 95.0 um. The number of pins with negative max-slew slack in the final report came out at 0. For the worst-skew pair, the clock arrives at the later sink with an insertion delay of 0.28 ns. In the final routing, the length of wire on met1 measures 2760 um. The first detailed-routing pass ran for 4 iterations.

During placement, the flow inserted port buffers numbering 27. The tools report the met3 wirelength from detailed routing as 213 um. The run finished with clean final reports.

STA classifies the critical path startpoint as a flop. Buffers inserted during clock tree synthesis total 5. The clock-pin slew reported for the worst setup and hold paths after clock tree synthesis is 0.08 ns, and the number of DRC violations after detailed routing is 0. For this run, the detailed router reports a per-instance via density of 5.13. The proportion of power drawn by flip-flops and latches is 53.6%, and the maximum vdd drop is 0.0820 mV. The path category of the worst min-delay check was reg -> reg.

The average cell area after synthesis was 8.29 um^2; the area figure in the yosys stat output was 0.00259 mm^2. For the static leakage power, the log shows 1.07 nW. Ranked by total cell area, the synthesized netlist is headed by sky130_fd_sc_hd__dfxtp_1, sky130_fd_sc_hd__ha_1, sky130_fd_sc_hd__dfrtp_1. The detail-routed net length per standard cell is 12.3 um, and the required time at the endpoint of the critical path is 5.12 ns. The path type of the worst setup path was reg -> out. The tools report the part of the power in combinational logic as 7.0%.

Between clock sinks in the finished design, the worst skew comes to 0.00416 ns. Setup repair after global routing left no endpoint under its margin. The number of antenna diodes in the final layout is 0.

The logs give a warning total of 32. Total power normalized to cell area comes to 168 mW/mm^2. For this block, the via count after detailed routing is 2205. The reported net switching power was 0.000108 W; the critical path data arrival time was 1.46 ns. The timing report shows the most common cell along the critical path to be sky130_fd_sc_hd__nor2_1. The sequential-to-total area share from yosys stat is 36.1%. Based on the critical path, the design can be clocked at up to 365 MHz. For the aggregate negative setup slack, the log shows 0 ns. The maximum number of pins on one net before global-route repair came out at 31. For this run, the leading register cell type out of synthesis is sky130_fd_sc_hd__dfxtp_1.

The last timing report of the flow puts the setup violation total at 0. 15 endpoints have no timing constraint. The clock network accounts for 39.4% of the total power.

The floorplan step records an initial core utilization of 31.3%. The tools report the reported max-cap violation count as 0. The run gives 1 for the post-synth tally of flip-flops with integrated enable.

In this run switching power makes up 21.5% of total power. With the total detailed-routing wirelength at 5290 um, the number of antenna violations at the first check in global routing is 0. The HPWL after detailed placement is 3730 um.
[critical path: cells and delay by family, from the launching register on]
family,cells,cell delay (ns)
and+or+nand+nor,2,0.26
DFF,1,0.33
buffers and inverters,2,0.59
[layout by cell type (no fill, tap or decap), drive strengths merged, types with 14 or more instances in the layout]
cell and n:
inv 19, nand3 16, a21oi 22, nor2 26, nand2 22, clkdlybuf4s50 27
o21ai 16, dfxtp 39, ha 17, nand4 14
[layer usage]
metal  GRT usage [%]  up-vias
li1                -     1159
met1            18.9     1008
met2            19.4       36
met3            2.04        2
met4            1.26        0
met5               0        -
[flip-flops by register name (all words and copies together) (netlist names)]
signal	flops
timer.count	1
carsync.car_sync	1
timer.timeCounter.cnt	4
timer.clockcount	32
timer.time_country	1
timer.to_reset	1
nextstate.state	4
timer.time_yellow	1
[final timing paths]
check                                       endpoint  slack (ns)                start  cells after the start
worst min-delay path              nextstate.state[3]        0.48   nextstate.state[2]                      2
worst min register to register    nextstate.state[3]        0.48   nextstate.state[2]                      2
min in group asynchronous           carsync.car_sync        1.41                reset                      2
max in group asynchronous           carsync.car_sync        4.80                reset                      2
worst max register to register  timer.clockcount[30]        4.22  timer.clockcount[0]                      5
worst max-delay path                     highway_red        3.66   nextstate.state[2]                      4
[Yosys cell counts, drive strengths merged (2+ instances only)]
| cell type | n |
|---|---|
| nand3 | 16 |
| dfxtp | 39 |
| inv | 19 |
| conb | 2 |
| a21o | 2 |
| and3 | 3 |
| clkbuf | 10 |
| nand4 | 14 |
| buf | 15 |
| a31oi | 6 |
| nor3 | 6 |
| mux2i | 2 |
| o31ai | 10 |
| nor2 | 26 |
| o21ai | 16 |
| a21oi | 22 |
| or4 | 10 |
| nand4b | 2 |
| nor4 | 5 |
| nand2b | 3 |
| xnor2 | 7 |
| nand2 | 22 |
| and4 | 6 |
| a211oi | 3 |
| xor2 | 6 |
| dfrtp | 5 |
| ha | 17 |
| nor4b | 2 |
| or3 | 6 |
[through the flow]
stage / cells / hold slack (ns)
floorplan: 314 / 0.439
detailed placement: 422 / 0.466
global route: 430 / 0.508
finish: 430 / 0.480
CTS: 430 / 0.479
global placement: 422 / 0.464
[logic make-up after synthesis]
logic type      after synthesis  share of synthesized area, %
xor+xnor                     13                          4.39
flops                        45                          36.1
simple gates                125                          27.1
fa+ha+maj                    17                          8.20
mux                           2                         0.772
compound gates               65                          15.1
other cells                   2                         0.290
buf+inv                      44                          8.06
[power groups by stage]
stage	sequential (W)	clock [W]	combinational, W
5_1_grt	0.000270	0.000217	0.0000404
4_1_cts	0.000269	0.000204	0.0000360
6_report	0.000269	0.000198	0.0000352
[cell type report]
class	instances	area, um^2
sequential	45	936
timing repair buffer	28	278
clock buffer	8	111
multi-input combinational	225	1470
tap	105	131
fill	842	5310
inverter	19	71.3
Power is estimated from default activity; no workload was simulated.
